<file path="flow/config.mk">
export PLATFORM = sky130hd
export DESIGN_NAME = display
export DESIGN_NICKNAME = display
export VERILOG_FILES = /design/flow/design.v
export SDC_FILE = /design/flow/constraint.sdc
export NUM_CORES = 4
export LEC_CHECK = 1
export CORE_UTILIZATION = 30
</file>
<file path="flow/constraint.sdc">
current_design display

set clk_period 5.2
set clk_io_pct 0.2

create_clock -name clk0 -period $clk_period [get_ports {clk}]

set non_clock_inputs [all_inputs -no_clocks]
set_input_delay [expr $clk_period * $clk_io_pct] -clock clk0 $non_clock_inputs
set_output_delay [expr $clk_period * $clk_io_pct] -clock clk0 [all_outputs]
</file>
<file path="flow/design.v">
`timescale 1ns / 1ps
module hex2sevseg(
    input  wire [3:0] x,          
    output reg  [6:0] ca           
);
    always @* begin
        case (x)
            4'h0: ca = 7'b0000001;  
            4'h1: ca = 7'b1001111;  
            4'h2: ca = 7'b0010010;  
            4'h3: ca = 7'b0000110;  
            4'h4: ca = 7'b1001100;  
            4'h5: ca = 7'b0100100;  
            4'h6: ca = 7'b0100000;  
            4'h7: ca = 7'b0001111;  
            4'h8: ca = 7'b0000000;  
            4'h9: ca = 7'b0000100;  
            4'hA: ca = 7'b0001000;  
            4'hB: ca = 7'b1100000;  
            4'hC: ca = 7'b0110001;  
            4'hD: ca = 7'b1000010;  
            4'hE: ca = 7'b0110000;  
            4'hF: ca = 7'b0111000;  
            default: ca = 7'b1111111;  
        endcase
    end
endmodule
`timescale 1ns / 1ps
module clock_enable #(
    parameter integer DIV = 100000   
)(
    input  wire clk,        
    input  wire reset,
    output reg  clk_en
);
    reg [31:0] count;
    always @(posedge clk or posedge reset) begin
        if (reset) begin
            count  <= 0;
            clk_en <= 1'b0;
        end else if (count == DIV-1) begin
            count  <= 0;
            clk_en <= 1'b1;    
        end else begin
            count  <= count + 1;
            clk_en <= 1'b0;
        end
    end
endmodule
module anode_driver(
    input  wire clk,
    input  wire reset,
    input  wire clk_en,      
    output reg  [3:0] AN,    
    output reg  [1:0] S      
);
    always @(posedge clk or posedge reset) begin
        if (reset) S <= 2'b00;
        else if (clk_en) S <= S + 1'b1;  
    end
    always @* begin
        case (S)
            2'b00: AN = 4'b1110;  
            2'b01: AN = 4'b1101;  
            2'b10: AN = 4'b1011;  
            2'b11: AN = 4'b0111;  
        endcase
    end
endmodule
module mux4_1(
    input  wire [3:0] dig1, dig2, dig3, dig4,   
    input  wire [1:0] sel,
    output reg  [3:0] X
);
    always @* begin
        case (sel)
            2'b00: X = dig1;
            2'b01: X = dig2;
            2'b10: X = dig3;
            2'b11: X = dig4;
        endcase
    end
endmodule
module display  #(
    parameter integer CE_DIV = 100_000   
)(
    input  wire        clk,       
    input  wire        reset,
    input  wire [3:0]  dig1,        
    input  wire [3:0]  dig2,
    input  wire [3:0]  dig3,
    input  wire [3:0]  dig4,        
    output wire [3:0]  AN,        
    output wire [6:0]  C        
);
    wire clk_en;
    clock_enable #(.DIV(CE_DIV)) u_ce (
        .clk(clk), .reset(reset), .clk_en(clk_en)
    );
    wire [1:0] S;
    anode_driver u_an (
        .clk(clk), .reset(reset), .clk_en(clk_en),
        .AN(AN), .S(S)
    );
    wire [3:0] x;
    mux4_1 u_mux (
        .dig1(dig1), .dig2(dig2), .dig3(dig3), .dig4(dig4),
        .sel(S), .X(x)
    );
    hex2sevseg u_dec (
        .x(x), .ca(C)
    );
endmodule
</file>
<file path="flow/run.sh">
#!/bin/bash
# OpenROAD 26Q1-2900-gdf79404cd8, Yosys 0.63+post, stock flow scripts
make -C /OpenROAD-flow-scripts/flow DESIGN_CONFIG=/design/flow/config.mk WORK_HOME=/design/flow/orfs finish
</file>
==> impl_metrics.env <==
# source this file to load flow results
export IMPL_power_frac_seq_pct=51.3
export IMPL_place_hpwl_mm=2.70
export IMPL_reg2regPathDepth=5
export IMPL_critPathCaptureType="output port"
export IMPL_globalplace_congestion=0.820
export IMPL_edf_count=0
export IMPL_fp_coreArea_um2=6530
export IMPL_slowest_stage="clkdlybuf4s50_1"
export IMPL_vias=1563
export IMPL_drc=0
export IMPL_synth_async_reset_ratio_pct=100
export IMPL_rsz0062_at_grt="false"
export IMPL_fillerInstances=637
export IMPL_grt_pass1_vias=1474
export IMPL_path_clk_slew_ps=70
export IMPL_grt_first_pass_wirelength_mm=6.77
export IMPL_htree_levels=2
export IMPL_switching_share_pct=20.5
export IMPL_synth_avg_cell_area_um2=10.1
export IMPL_boundaryPins=29
export IMPL_grt_start_max_net_pins=36
export IMPL_cts_tree="done"
export IMPL_reg2reg_from="u_ce.count[0]"
export IMPL_finalHoldViolations=0
export IMPL_io_buffers=28
export IMPL_track_usage_pct=11.5
export IMPL_cts_setup_buffers=0
export IMPL_setup_violations=0
export IMPL_max_slew_margin_pct=52.9
export IMPL_setup_tns_final_ps=0
export IMPL_reg2reg_to="u_ce.count[30]"
export IMPL_cp_num_buf_inv=4
export IMPL_critPathLaunch="dig3[1]"
export IMPL_worstHoldPathType="reg -> reg"
export IMPL_power_mw=0.531
export IMPL_most_common_layout_cells="35 x dfrtp_1, 28 x clkdlybuf4s50_1, 24 x xnor2_1, 16 x inv_1, 15 x nand3_1"
export IMPL_die_x_um=85.3
export IMPL_cts_resized=0
export IMPL_yosys_cell_types_count=34
export IMPL_timing_hold_ws_ps=480
export IMPL_final_setup_skew_ps=5.82
export IMPL_die_h_um=85.3
export IMPL_yosys_area_um2=2080
export IMPL_p_per_area_nw_per_um2=208
export IMPL_wl_per_cell_um=12.2
export IMPL_cts_root_buf="clkbuf_8"
export IMPL_n_antenna_cell=0
export IMPL_postCtsHoldBufs=0
export IMPL_ys_flops=35
export IMPL_syn_area_um2=2080
export IMPL_initCoreUtil_pct=31.9
export IMPL_worstSetupPathDepth=8
export IMPL_crit_required_ps=4160
export IMPL_worst_slew_pin_slew_ps=701
export IMPL_area_growth_syn_to_layout_pct=22.9
export IMPL_rrSetupSlack_ps=3360
export IMPL_ant_nets=0
export IMPL_antenna_found_initial=0
export IMPL_fmax_ghz=0.239
export IMPL_final_cell_count_no_fill=318
export IMPL_ys_warn_count=4
export IMPL_status="finished clean"
export IMPL_layout_top_cell="dfrtp_1"
export IMPL_regArea_um2=876
export IMPL_clockBufferDepth=2
export IMPL_dr_pass1_iters=4
export IMPL_ir_worst_vdd_v=0.000195
export IMPL_ys_seq_share_pct=42.1
export IMPL_combGateArea_um2=1110
export IMPL_rows=29
export IMPL_p_int_mw=0.422
export IMPL_drtIter0Drc=53
export IMPL_cp_cell_sequence="clkdlybuf4s50_1, a222oi_1, a21oi_1, inv_1, ha_1, inv_1, a211oi_1, clkdlybuf4s50_1"
export IMPL_slew_viol_final=0
export IMPL_clock_sinks=35
export IMPL_p_switching_mw=0.109
export IMPL_period_used_pct=80.5
export IMPL_p_leak_nw=1.15
export IMPL_critPathLaunchType="primary input"
export IMPL_cts_buffers=5
export IMPL_period_needed_ps=4190
export IMPL_synth_cells=206
export IMPL_cap_violations=0
export IMPL_overflow=0
export IMPL_dp_cells=310
export IMPL_cp_slowest_stage_delay_ps=490
export IMPL_arrival_ps=3150
export IMPL_criticalPathCategory="in -> out"
export IMPL_ys_cells=206
export IMPL_clk_latency_ps=280
export IMPL_crit_path_end="C[6]"
export IMPL_drive_gt1_share_pct=8.71
export IMPL_wl_mm=3.88
export IMPL_combPwrFrac_pct=8.9
export IMPL_tool_warnings=32
export IMPL_chipArea_um2=7270
export IMPL_crit_family="buffers and inverters"
export IMPL_power_frac_clock_pct=39.8
export IMPL_ff_type="dfrtp_1"
export IMPL_viasPerCell=4.92
export IMPL_crit_fanout=5
## final cells by class
type	instances	share of cell area [%]
Inverter	16	2.35
Multi-Input combinational cell	150	43.6
Sequential cell	35	34.2
Clock buffer	8	3.91
Tap cell	77	3.77
Timing Repair Buffer	32	12.1
## power by group through the flow
| stage | sequential (mW) | combinational (mW) | clock, mW |
|---|---|---|---|
| after CTS | 0.272 | 0.0482 | 0.220 |
| after global routing | 0.272 | 0.0530 | 0.227 |
| final | 0.272 | 0.0472 | 0.211 |
## synth_stat cells (2+ instances only)
| library cell | number | area share [%] |
|---|---|---|
| a21oi_1 | 7 | 1.7 |
| a222oi_1 | 3 | 1.4 |
| a31o_2 | 2 | 0.84 |
| and2_1 | 2 | 0.60 |
| and3_1 | 5 | 1.5 |
| buf_2 | 3 | 0.72 |
| dfrtp_1 | 35 | 42 |
| ha_1 | 11 | 6.6 |
| inv_1 | 16 | 2.9 |
| mux2i_1 | 7 | 3.4 |
| nand2_1 | 12 | 2.2 |
| nand3_1 | 15 | 3.6 |
| nand4_1 | 13 | 3.9 |
| nor2_1 | 12 | 2.2 |
| nor2b_1 | 4 | 1.2 |
| nor3_1 | 2 | 0.48 |
| nor3b_1 | 2 | 0.72 |
| nor4_1 | 6 | 1.8 |
| nor4_4 | 3 | 3.1 |
| o22ai_1 | 4 | 1.2 |
| xnor2_1 | 24 | 10 |
| xor2_1 | 6 | 2.5 |
## registers in the layout, summed over array words and instances, names as in the netlist
register	count
u_ce.count	32
u_an.S	2
u_ce.clk_en	1
## per-stage QoR
| stage | utilization [%] | cell area (um2) | worst slack (ps) |
|---|---|---|---|
| final | 39.2 | 2560 | 1010 |
| after global routing | 39.2 | 2560 | 829 |
| after CTS | 39.2 | 2560 | 999 |
| after detailed placement | 37.6 | 2460 | 997 |
| after global placement | 37.6 | 2460 | 1040 |
| after floorplan | - | 2080 | 2100 |
## logic make-up after synthesis
kind of cell	after synthesis	share of synthesized area, %
and+or+nand+nor	81	23.9
DFF	35	42.1
xor gates and xnor gates	30	12.6
buffers and inverters	21	4.33
AOI/OAI and AO/OA	20	6.55
adders and majority gates	11	6.61
muxes	8	3.91
## routing by layer
| layer | share of wire (%) | up-vias | wire length [um] | global-route usage [%] |
|---|---|---|---|---|
| met5 | 0 | - | 0 | 0 |
| met1 | 49 | 731 | 1910 | 17.5 |
| met3 | 4.1 | 5 | 158 | 2.47 |
| met2 | 45 | 26 | 1750 | 18.0 |
| met4 | 1.6 | 0 | 61 | 1.36 |
| li1 | - | 801 | - | - |
## worst min-delay path by stage
stage     cells past startpoint  slack (ps)      startpoint              to
4_1_cts                       1         480  u_ce.count[31]  u_ce.count[31]
5_1_grt                       1         510  u_ce.count[31]  u_ce.count[31]
6_report                      1         480  u_ce.count[31]  u_ce.count[31]
Power and IR drop assume default switching activity.
